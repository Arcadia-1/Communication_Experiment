### ./design.v
`timescale 1ns/1ns
module argmin_getter_cond(out, state, in0, in1, in2, in3, s0, s1, s2, s3);
    input [3:0] in0, in1, in2, in3;
    input [1:0] s0, s1, s2, s3;
    input [1:0] state;
    output [1:0] out;
    assign out = (state[0])? ((in1 < in3)? s1 : s3) :
                    ((in0 < in2)? s0 : s2);
endmodule
module argmin_getter(out, in0, in1, in2, in3);
    input [3:0] in0, in1, in2, in3;
    output [1:0] out;
    wire [3:0] min01, min23;
    wire [1:0] s01, s23;
    assign s01 = (in0 < in1)? 2'h0 : 2'h1;
    assign s23 = (in2 < in3)? 2'h2 : 2'h3;
    assign min01 = (in0 < in1)? in0 : in1;
    assign min23 = (in2 < in3)? in2 : in3;
    assign out = (min01 < min23)? s01 : s23;
endmodule
module min_getter(out, in0, in1, in2, in3);
    input [3:0] in0, in1, in2, in3;
    output [3:0] out;
    wire [3:0] min01, min23;
    assign min01 = (in0 < in1)? in0 : in1;
    assign min23 = (in2 < in3)? in2 : in3;
    assign out = (min01 < min23)? min01 : min23;
endmodule
module decoder(o, enable, clk, sysclk, in, reset);
    output o;  
    output reg enable;  
    input clk, sysclk;  
    input [1:0] in;  
    input reset;
    parameter COUNTER_SIZE = 5;
    parameter BUFF_SIZE = 2 ** COUNTER_SIZE;
    parameter OBUF_SIZE = 2*BUFF_SIZE;
    reg [15:0] err_buf [BUFF_SIZE-1:0];
    reg [7:0] state_buf [BUFF_SIZE-1:0];
    reg [OBUF_SIZE-1:0] out_buf;
    wire [15:0] out_err;
    wire [7:0] out_state;
    reg [COUNTER_SIZE-1:0] counter;
    reg [COUNTER_SIZE-1:0] out_counter;
    reg [1:0] cur_state;
    reg [COUNTER_SIZE-1:0] counter_record;
    reg [COUNTER_SIZE+1:0] buf_tail;
    reg en;
    reg [1:0] cur_min;
    reg [3:0] minerr;
    reg [1:0] consecutive_counter;
    reg [15:0] prev_err;
    reg out_signal;
    reg setter;
    wire [15:0] in_err;
    wire [7:0] in_state;
    wire [3:0] min;
    wire [1:0] argmin_cond;
    wire [1:0] argmin;
    wire out;
    reg [COUNTER_SIZE:0] pointer;
    assign o = out_buf[pointer];
    assign out_err = err_buf[counter_record - out_counter];
    assign out_state = state_buf[counter_record - out_counter];
    assign out = (cur_state[0])? 1'b1 : 1'b0;
    assign out_cond = (&consecutive_counter) & minerr >= min;
    argmin_getter_cond amin_cond(
        .out(argmin_cond),
        .state(cur_state),
        .in0(out_err[15:12]),
        .in1(out_err[11:8]),
        .in2(out_err[7:4]),
        .in3(out_err[3:0]),
        .s0(out_state[7:6]),
        .s1(out_state[5:4]),
        .s2(out_state[3:2]),
        .s3(out_state[1:0])
    );
    argmin_getter amin(
        .out(argmin),
        .in0(in_err[15:12]),
        .in1(in_err[11:8]),
        .in2(in_err[7:4]),
        .in3(in_err[3:0])
    );
    min_getter m(
        .out(min),
        .in0(in_err[15:12]),
        .in1(in_err[11:8]),
        .in2(in_err[7:4]),
        .in3(in_err[3:0])
    );
    tracker t(
        .err(in_err),
        .p_s(in_state),
        .p_err(prev_err),
        .in(in)
    );
    integer i;
    always @(negedge reset or posedge clk)
        if (~reset) begin
            for (i = 0; i < BUFF_SIZE; i = i + 1) begin
                err_buf[i] <= 16'h0000;
                state_buf[i] <= 8'h00;
            end
            prev_err <= 16'h0000;
            counter <= 0;
            minerr <= 4'h0;
            consecutive_counter <= 2'h0;
            counter_record <= 0;
            buf_tail <= 0;
            pointer <= 0;
            enable <= 1'b0;
            out_signal <= 1'b0;
            cur_min <= 2'b00;
        end else begin
            if (out_cond) begin
                cur_min <= argmin;
                out_signal <= 1'b1;
                consecutive_counter <= 2'h0;
                counter_record <= counter;
                minerr <= 4'h0;
                prev_err <= {
                    in_err[15:12] - minerr, 
                    in_err[11:8] - minerr, 
                    in_err[7:4] - minerr, 
                    in_err[3:0] - minerr
                };
                counter <= 0;
            end else if (min > minerr) begin
                out_signal <= 1'b0;
                minerr <= min;
                consecutive_counter <= 2'h0;
                prev_err <= in_err;
                counter <= counter + 1;
            end else begin
                out_signal <= 1'b0;
                consecutive_counter = consecutive_counter + 1;
                prev_err <= in_err;
                counter <= counter + 1;
            end
            err_buf[counter] <= in_err;
            state_buf[counter] <= in_state;
            if (|counter_record) begin
                counter_record <= 0;
                buf_tail <= (buf_tail + counter_record + 1) % OBUF_SIZE;
            end
            if (enable) begin
                pointer <= pointer + 1;
            end
            if (buf_tail > 31)
                enable <= 1'b1;
        end
    always @(negedge reset or posedge sysclk)
        if (~reset) begin
            out_buf <= 32'h00000000;
            out_counter <= 0;
            cur_state <= 2'h0;
            en <= 1'b0;
            setter <= 1'b0;
        end
        else begin
            if (out_signal & (~setter)) begin
                setter <= 1;
                en <= 1'b1;
                cur_state <= cur_min;
            end
            else if (en) begin
                out_counter <= out_counter + 1;
                out_buf[(buf_tail+counter_record-out_counter)%OBUF_SIZE] <= out;
                if (out_counter < counter_record) begin
                    cur_state <= argmin_cond;
                end else begin
                    out_counter <= 0;
                    en <= 1'b0;
                end 
            end
            if (~out_signal)
                setter <= 1'b0;
        end
endmodule
`timescale 1ns/1ns
module tracker(err, p_s, p_err, in);
    output [15:0] err;  
    output [7:0] p_s;  
    input [15:0] p_err;  
    input [1:0] in;  
    wire [3:0] p_e0, p_e1, p_e2, p_e3;
    assign p_e0 = p_err[15:12];
    assign p_e1 = p_err[11:8];
    assign p_e2 = p_err[7:4];
    assign p_e3 = p_err[3:0];
    wire [1:0] e0, e1, e2, e3;
    assign e0 = in[0] + in[1];  
    assign e1 = in[1] + 1 - in[0];  
    assign e2 = 1 - in[1] + in[0];  
    assign e3 = (~in[0]) + (~in[1]);  
    wire [3:0] e00, e01, e12, e13, e20, e21, e32, e33;
    assign e00 = e0 + p_e0;  
    assign e01 = e3 + p_e0;  
    assign e12 = e2 + p_e1;  
    assign e13 = e1 + p_e1;  
    assign e20 = e3 + p_e2;  
    assign e21 = e0 + p_e2;  
    assign e32 = e1 + p_e3;  
    assign e33 = e2 + p_e3;  
    wire [1:0] p_s0, p_s1, p_s2, p_s3;
    assign p_s0 = (e00 < e20)? 2'h0 : 2'h2;
    assign p_s1 = (e01 < e21)? 2'h0 : 2'h2;
    assign p_s2 = (e12 < e32)? 2'h1 : 2'h3;
    assign p_s3 = (e13 < e33)? 2'h1 : 2'h3;
    assign p_s = {p_s0, p_s1, p_s2, p_s3};
    wire [3:0] err0, err1, err2, err3;
    assign err0 = (e00 < e20)? e00 : e20;
    assign err1 = (e01 < e21)? e01 : e21;
    assign err2 = (e12 < e32)? e12 : e32;
    assign err3 = (e13 < e33)? e13 : e33;
    assign err = {err0, err1, err2, err3};
endmodule
### ./run.sh
#!/bin/bash
# OpenROAD 26Q1-2900-gdf79404cd8, Yosys 0.63+post, stock flow scripts
make -C /OpenROAD-flow-scripts/flow DESIGN_CONFIG=/design/flow/config.mk WORK_HOME=/design/flow/orfs finish
### ./config.mk
export PLATFORM = sky130hd
export DESIGN_NAME = decoder
export DESIGN_NICKNAME = decoder
export VERILOG_FILES = /design/flow/design.v
export SDC_FILE = /design/flow/constraint.sdc
export NUM_CORES = 4
export LEC_CHECK = 1
export CORE_UTILIZATION = 40
### ./constraint.sdc
current_design decoder

set clk_period 11.8
set clk_io_pct 0.2

create_clock -name clk0 -period $clk_period [get_ports {clk}]
create_clock -name clk1 -period $clk_period [get_ports {sysclk}]

set non_clock_inputs [all_inputs -no_clocks]
set_input_delay [expr $clk_period * $clk_io_pct] -clock clk0 $non_clock_inputs
set_output_delay [expr $clk_period * $clk_io_pct] -clock clk0 [all_outputs]
==> flow_metrics.env <==
# physical design summary
export IMPL_via_per_inst=5.893
export IMPL_synthArstFlopShare=1.000
export IMPL_cp_num_buf_inv=6
export IMPL_antenna_found_initial=0
export IMPL_cp_start_kind="input pin"
export IMPL_totalNegativeSetupSlack_ps=0
export IMPL_adder_share=0.04702
export IMPL_drive_above_1_share=0.1382
export IMPL_ys_warn_count=4
export IMPL_ioPinCount=7
export IMPL_overflow=0
export IMPL_rsz0062_at_grt="no"
export IMPL_status="complete, no violations"
export IMPL_syn_inst=3100
export IMPL_synth_logic_top_family="AND-OR/OR-AND gates"
export IMPL_gp_congestion=0.9121
export IMPL_finalSetupViolCount=0
export IMPL_die_y_um=282.2
export IMPL_worst_pin_slew_ps=1001
export IMPL_cts_clk_slew_worst_paths_ps=60
export IMPL_warnings=41
export IMPL_coreArea_sq_um=77590
export IMPL_slowest_stage="inv_1"
export IMPL_cts_sinks=663
export IMPL_min_delay_path_class="flop to flop"
export IMPL_drv_cap=0
export IMPL_critical_path_arrival_ps=10580
export IMPL_ys_types=83
export IMPL_max_stage_delay_ps=590
export IMPL_grt_pass1_wl_mm=156.5
export IMPL_ant_nets=0
export IMPL_area_delta_synth_final_pct=12.60
export IMPL_fp_util=0.4047
export IMPL_detail_route_iter0_violations=1879
export IMPL_clock_skew_ps=31.39
export IMPL_drt_pass1_iter_count=6
export IMPL_drv_slew=0
export IMPL_wl_mm=103.0
export IMPL_cts_tree="done"
export IMPL_vias=24560
export IMPL_grt_use_total=0.2786
export IMPL_post_cts_resize_count=0
export IMPL_hold_violations=0
export IMPL_avgSynthCellArea_sq_um=10.13
export IMPL_grt_pass1_vias=24460
export IMPL_num_fill_cells=7036
export IMPL_dp_cells=4036
export IMPL_yosys_area_sq_um=31400
export IMPL_yosys_stat_cells=3100
export IMPL_wl_per_cell_um=24.72
export IMPL_required_ps=12320
export IMPL_ys_sh_xor=0.01518
export IMPL_worstPathMaxFanout=33
export IMPL_cts_hold_buf=0
export IMPL_port_buffers=5
export IMPL_synth_mux_area_fraction=0.07068
export IMPL_cp_top_family="simple AND/OR/NAND/NOR gates"
export IMPL_dpl_hpwl_mm=62.46
export IMPL_maxSlewHeadroom=0.3310
export IMPL_postSynthSeqShare=0.5283
export IMPL_post_cts_setup_buffers=0
export IMPL_synth_main_ff_cell="dfrtp_1"
export IMPL_dieArea_sq_um=79630
export IMPL_synth_area_sq_um=31400
export IMPL_worstSetupEndpointType="flop"
export IMPL_die_width_um=282.2
export IMPL_synth_flops=663
export IMPL_edf_count=0
export IMPL_cp_common_cell="ha_1"
export IMPL_yosys_area_share_aoi=0.1746
export IMPL_num_rows=102
export IMPL_grt_max_degree=80
export IMPL_synth_simple_area_share=0.1281
export IMPL_critPathKind="input pin to flop"
export IMPL_drc=0
export IMPL_final_instance_count_excl_fill=4167
cell usage after synthesis (all sizes together) (23+ instances only):
cell | number | area [sq um]
nor2 | 90 | 340.3
nand2 | 569 | 2136
dfrtp | 663 | 16590
a21oi | 62 | 310.3
inv | 58 | 217.7
clkbuf | 199 | 747.0
nand2b | 43 | 269.0
a221oi | 49 | 435.4
xnor2 | 35 | 306.5
ha | 94 | 1176
nand3 | 73 | 365.4
mux2i | 35 | 350.3
buf | 32 | 170.2
a22o | 48 | 420.4
a22oi | 99 | 743.2
nor3 | 36 | 185.2
mux4 | 23 | 518.0
mux2 | 120 | 1351
nand4 | 27 | 168.9
o21ai | 515 | 2577
per-layer routing:
metal	share of wire	track usage	vias up
met4	0.047	0.09951	0
met2	0.43	0.3976	1157
met5	0	0	-
met3	0.12	0.1212	277
li1	-	-	10960
met1	0.40	0.3900	12160
worst paths after layout:
kind                       depth (start not counted)  slack [ps]                endpoint                    from
setup / recovery                                  33        1740             prev_err[7]                   in[0]
hold / removal                                     1         450  consecutive_counter[0]  consecutive_counter[0]
setup reg to reg                                  30        3990             prev_err[7]            prev_err[12]
hold reg to reg                                    1         450  consecutive_counter[0]  consecutive_counter[0]
max in group clk1                                 22        5150               cur_state       counter_record[0]
max in group asynchronous                          4        7690        state_buf[11][2]                   reset
min in group clk1                                  1         480             out_buf[13]             out_buf[13]
min in group asynchronous                          1        1700           err_buf[9][7]                   reset
flip-flops by register name, indices dropped and copies added (netlist names), 2 cells and up:
name	count
buf_tail	6
consecutive_counter	2
counter	5
counter_record	5
err_buf	512
minerr	4
out_buf	64
out_counter	5
pointer	6
prev_err	16
state_buf	32
cells by family after synthesis:
| group | after synthesis |
|---|---|
| muxes | 178 |
| buffers and inverters | 289 |
| adders and majority gates | 109 |
| xor gates and xnor gates | 51 |
| and+or+nand+nor | 920 |
| DFF | 663 |
| AOI/OAI and AO/OA | 890 |
metrics by stage:
stage,utilization,instance area [sq um],worst slack (ps),hold slack [ps]
after floorplan,-,31400,3022,413.9
after global placement,0.4249,32970,1242,372.7
after detailed placement,0.4249,32970,1119,374.4
after CTS,0.4556,35360,1778,442.6
after global routing,0.4556,35360,1104,467.4
final,0.4557,35360,1740,446.7
layout by cell type, fill, tap and decap left out, types with 6 or more instances in the layout:
master and count:
buf_4 122, clkinv_2 7, clkbuf_1 13, o22ai_1 8
mux2i_1 31, nor2_1 89, xor2_1 13, and2_1 9
fa_1 15, a21oi_1 62, mux2_2 116, nand2_1 569
a21o_1 14, a221oi_1 48, a31oi_1 8, a22o_1 48
nand4_1 27, nor2b_1 17, mux4_2 23, clkbuf_8 20
a2111oi_0 8, and3_1 17, clkbuf_16 69, nor3b_1 6
a22oi_1 99, inv_1 58, nand2b_1 43, o21ai_0 511
xnor2_1 33, ha_1 94, nor4_1 6, clkinvlp_4 6
or2_2 6, nand3_1 73, o2bb2ai_1 8, nor3_2 18
nor3_1 18, dfrtp_1 663
final cells by class:
cell class | count | area [sq um] | area share
flip-flops and latches | 663 | 16590 | 0.4692
inverters | 58 | 217.7 | 0.006157
well taps | 1040 | 1301 | 0.03680
clock inverters | 27 | 332.8 | 0.009412
diodes | 2 | 5.005 | 0.0001415
multi-input cells | 2148 | 13890 | 0.3928
clock buffers | 102 | 2051 | 0.05800
repair buffers | 127 | 970.9 | 0.02746
worst reg2reg max path, delay by kind of cell (launching register included):
| family | cells | cell delay, ps |
|---|---|---|
| mux | 2 | 560 |
| flops | 1 | 390 |
| simple gates | 10 | 2190 |
| compound gates | 6 | 1200 |
| xor+xnor | 2 | 430 |
| buf+inv | 4 | 1150 |
| fa+ha+maj | 6 | 1770 |
