==> /design/flow/design.v <==
`timescale 1ns / 1ps
module error_counter #(parameter width = 12)(
    input wire data_i,
    input wire data_o,
    input wire rst,
    input wire signal_clk,
    output reg [width:0] number_right,
    output reg [width:0] number_wrong
    );
    reg [width:0] number_total;
    always @ (posedge rst, posedge signal_clk) begin
        if (rst) begin
            number_right <= 0;
            number_wrong <= 0;
            number_total <= 0;
        end else begin
            number_total = number_total + 1;
            if (data_o == data_i) begin
                number_right = number_right + 1;
            end else begin 
                number_wrong = number_wrong + 1;
            end
        end
    end
endmodule
==> /design/flow/run.sh <==
#!/bin/bash
# OpenROAD 26Q1-2900-gdf79404cd8, Yosys 0.63+post, stock flow scripts
make -C /OpenROAD-flow-scripts/flow DESIGN_CONFIG=/design/flow/config.mk WORK_HOME=/design/flow/orfs finish
==> /design/flow/config.mk <==
export PLATFORM = sky130hd
export DESIGN_NAME = error_counter
export DESIGN_NICKNAME = error_counter
export VERILOG_FILES = /design/flow/design.v
export SDC_FILE = /design/flow/constraint.sdc
export NUM_CORES = 4
export LEC_CHECK = 1
export CORE_AREA = 10 10 103 103
export DIE_AREA = 0 0 113 113
==> /design/flow/constraint.sdc <==
current_design error_counter

set clk_period 3.0
set clk_io_pct 0.2

create_clock -name clk0 -period $clk_period [get_ports {signal_clk}]

set non_clock_inputs [all_inputs -no_clocks]
set_input_delay [expr $clk_period * $clk_io_pct] -clock clk0 $non_clock_inputs
set_output_delay [expr $clk_period * $clk_io_pct] -clock clk0 [all_outputs]
==> metrics.log <==
[report] implementation figures
[metrics] synthesized netlist cell count: between 90 and 100
[metrics] maximum number of pins on one net before global-route repair: 27
[metrics] detailed placer's ending HPWL: roughly 2 mm
[metrics] initial antenna violation count: 0
[metrics] worst slew margin relative to its limit: 71.4%
[metrics] layout filler cell count: between 800 and 900
[metrics] unrepaired setup endpoints after global routing: false
[metrics] kind of path behind the tightest hold check: flip-flop to flip-flop
[metrics] final number of setup-violating endpoints: 0
[metrics] Area growth, synth to finish: 41.5%
[metrics] maximum vdd ir drop: 0.285 mV
[metrics] combined buffer and inverter count along the critical path: 1
[metrics] H-Tree Level Count: 1
[metrics] row cnt: 33
[metrics] worst path required time: 3.16 ns
[metrics] DR vias: 774
[metrics] OpenROAD warnings: 25
[metrics] post-synthesis instance area: 1130 µm²
[metrics] status: completed
[metrics] Floorplan Utilization: 13.7%
[metrics] wire length per cell after detailed routing: around 11 µm
[metrics] wire length of the first global-routing pass: 4.11 mm
[metrics] drt first-iter violations: 29
[metrics] slew at the pin closest to its max-slew limit: 0.428 ns
[metrics] sequential cell area fraction in the yosys report: 57.4%
[metrics] Hold Path Origin: number_right[12]
[metrics] number of global-route vias before repair: 772
[metrics] number of placed instances with taps included: roughly 230
[metrics] number of distinct library cells after synthesis: 16
[metrics] WL final: around 2.5 mm
[metrics] minimum period implied by the final worst setup slack: ~2 ns
[metrics] max-slew violation count: 0
[metrics] port bufs: 29
[metrics] CP peak stage delay: 0.47 ns
[metrics] Clock Tree Root: sky130_fd_sc_hd__clkbuf_8
[metrics] Final GP Congestion: between 0.7 and 0.8
[metrics] maximum clock frequency: 0.512 GHz
[metrics] CP startpoint: data_i
[metrics] fraction of layout cells with a size suffix above 1: around 5.5%
[metrics] total count of hold-check failures in the final report: 0
[metrics] chip area line of the yosys report: around 1100 µm²
[metrics] via density per instance: 3.32
[metrics] number of buffers added by the clock tree synthesis step: 3
[metrics] number of gates resized after CTS: 0
[metrics] part of the cycle the worst path needs: 65.2%
[metrics] boundary pin count: 30
[metrics] worst clock skew: 0.000836 ns
[metrics] Setup Total Neg Slack: 0 ns
[metrics] critical path data arrival time: 2.11 ns
[metrics] global-route total usage across every layer: under 10%
[metrics] Die Ht: 113 µm
[metrics] kind of start point of the critical path: input pin
[metrics] TritonCTS clock tree: yes
[metrics] CP cell instances: clkdlybuf4s50_1 > xnor2_2 > and3_1 > nand4_1 > xnor2_1
[metrics] clk ins delay skew pair: 0.26 ns
[metrics] remaining routing DRC violations: 0
[metrics] Max-Cap Viols: 0
[metrics] die outline area: 12800 µm²
[metrics] Core ar.: 8300 µm²
[metrics] Post CTS Setup Buffer Count: 0
[metrics] tally of yosys warning messages: 1
[metrics] die extent in x: 113 µm
[metrics] post-synthesis average cell area: between 10 and 15 µm²
[metrics] register clock-pin slew on the reported worst setup and hold paths: roughly 0.090 ns
[metrics] Synth flops: 26
[metrics] maximum fanout along the worst path: 7
[metrics] buffer depth of the longest clock path: 2
[metrics] post-cts hold buffer count: 0
[metrics] crit path capture type: flip-flop
[metrics] Slowest-stage cell, CP: sky130_fd_sc_hd__clkdlybuf4s50_1
[metrics] reported leakage power: 0.658 nW
[metrics] first-pass detailed-route iteration total: 3
[metrics] number of non-filler instances in the completed layout: 233
[metrics] cell class contributing the biggest share of worst-path delay: XOR/XNOR gates
[metrics] Setup Crit Path Kind: input pin to flip-flop
[metrics] overflow left after global routing: 0
[metrics] antenna diode instance count: 0
[metrics] Yosys Instances: 95
[metrics] Routed Antenna Nets: 0
[metrics] beginning of the worst register-to-register path: number_wrong[3]
[metrics] clock net sink count: 26
[metrics] power density over the cells: 666 nW/µm²
-- layout by cell type, fill, tap and decap left out --
| cell type | synthesis | routed |
|---|---|---|
| sky130_fd_sc_hd__and3_1 | 2 | 2 |
| sky130_fd_sc_hd__and3_4 | 1 | 1 |
| sky130_fd_sc_hd__and3b_1 | 1 | 1 |
| sky130_fd_sc_hd__and4_1 | 2 | 2 |
| sky130_fd_sc_hd__buf_4 | 0 | 1 |
| sky130_fd_sc_hd__clkbuf_8 | 0 | 3 |
| sky130_fd_sc_hd__clkdlybuf4s50_1 | 0 | 29 |
| sky130_fd_sc_hd__dfrtp_1 | 26 | 26 |
| sky130_fd_sc_hd__ha_1 | 2 | 2 |
| sky130_fd_sc_hd__inv_1 | 1 | 1 |
| sky130_fd_sc_hd__nand2_1 | 15 | 15 |
| sky130_fd_sc_hd__nand3_1 | 6 | 6 |
| sky130_fd_sc_hd__nand4_1 | 6 | 6 |
| sky130_fd_sc_hd__nand4_4 | 1 | 1 |
| sky130_fd_sc_hd__nor2_1 | 5 | 5 |
| sky130_fd_sc_hd__nor3_1 | 1 | 1 |
| sky130_fd_sc_hd__xnor2_1 | 19 | 19 |
| sky130_fd_sc_hd__xnor2_2 | 1 | 1 |
| sky130_fd_sc_hd__xor2_1 | 6 | 6 |
-- per-stage QoR --
stage / instance area (µm²) / hold WS, ns / worst slack (ns) / utilization, % / total power, W
floorplan: 1130 / 0.424 / 1.45 / - / 0.000664
global placement: 1560 / 0.462 / 0.745 / 18.8 / 0.000889
detailed placement: 1560 / 0.473 / 0.734 / 18.8 / 0.000891
CTS: 1600 / 0.485 / 1.02 / 19.3 / 0.00109
global route: 1600 / 0.499 / 0.904 / 19.3 / 0.00116
finish: 1600 / 0.476 / 1.05 / 19.3 / 0.00107
-- final timing paths --
path	cells after the start	end	slack (ns)
max	5	number_right[8]	1.05
min	1	number_right[12]	0.48
max reg2reg	4	number_wrong[12]	1.65
min reg2reg	1	number_right[12]	0.48
max in group asynchronous	3	number_right[11]	2.06
min in group asynchronous	3	number_wrong[6]	0.68
-- Yosys cell counts --
cell type,count,area [µm²]
sky130_fd_sc_hd__and3b_1,1,8.76
sky130_fd_sc_hd__dfrtp_1,26,651
sky130_fd_sc_hd__and4_1,2,17.5
sky130_fd_sc_hd__ha_1,2,25.0
sky130_fd_sc_hd__nand4_4,1,21.3
sky130_fd_sc_hd__nor2_1,5,18.8
sky130_fd_sc_hd__and3_1,2,12.5
sky130_fd_sc_hd__nand3_1,6,30.0
sky130_fd_sc_hd__nor3_1,1,5.00
sky130_fd_sc_hd__inv_1,1,3.75
sky130_fd_sc_hd__xor2_1,6,52.6
sky130_fd_sc_hd__nand2_1,15,56.3
sky130_fd_sc_hd__and3_4,1,11.3
sky130_fd_sc_hd__nand4_1,6,37.5
sky130_fd_sc_hd__xnor2_1,19,166
sky130_fd_sc_hd__xnor2_2,1,16.3
-- routing by layer --
metal	up-vias	routed length [µm]	part of all wire (%)	global-route usage [%]
met3	0	130	5.1	1.23
met1	369	1290	51	5.51
met4	0	0	0	0.423
li1	391	-	-	-
met5	-	0	0	0
met2	14	1120	44	5.84
-- state kept, by name, indices dropped and copies added (netlist names) --
register	cells
number_right	13
number_wrong	13
-- kinds of logic after synthesis --
group	share of synthesized area [%]
flops	57.4
fa+ha+maj	2.21
buf+inv	0.331
xor+xnor	20.8
simple gates	19.3
-- power by group --
| group | internal [W] | total [W] | switching [W] |
|---|---|---|---|
| combinational | 0.000224 | 0.000313 | 0.0000891 |
| sequential | 0.000437 | 0.000559 | 0.000121 |
| clock | 0.0000898 | 0.000196 | 0.000106 |
-- cell type report --
type	instances	area (µm²)	area share, %
Sequential cell	26	651	40.6
Tap cell	105	131	8.19
Clock buffer	3	41.3	2.57
Timing Repair Buffer	30	298	18.6
Inverter	1	3.75	0.234
Multi-Input combinational cell	68	479	29.9
Power is estimated from default activity; no workload was simulated.
