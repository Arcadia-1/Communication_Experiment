**design/flow/config.mk**
```make
export PLATFORM = sky130hd
export DESIGN_NAME = modulate
export DESIGN_NICKNAME = modulate
export VERILOG_FILES = /design/flow/design.v
export SDC_FILE = /design/flow/constraint.sdc
export NUM_CORES = 4
export LEC_CHECK = 1
export CORE_AREA = 10 10 78 78
export DIE_AREA = 0 0 88 88
```
**design/flow/constraint.sdc**
```tcl
current_design modulate

set clk_period 1.5
set clk_io_pct 0.2

create_clock -name clk0 -period $clk_period [get_ports {clk}]

set non_clock_inputs [all_inputs -no_clocks]
set_input_delay [expr $clk_period * $clk_io_pct] -clock clk0 $non_clock_inputs
set_output_delay [expr $clk_period * $clk_io_pct] -clock clk0 [all_outputs]
```
**design/flow/design.v**
```verilog
module modulate (clk,reset,in,out);
	input 	clk;
	input 	reset;
	input 	[1:0] in;
	output wire	out;
	wire	signal2, signal4, signal8, signal16;
	Divider2 divider2(.reset(reset), .in(clk), .out(signal2));
	Divider4 divider4(.reset(reset), .in(clk), .out(signal4));
	Divider8 divider8(.reset(reset), .in(clk), .out(signal8));
	Divider16 divider16(.reset(reset), .in(clk), .out(signal16));
	assign out 	= 	(in==2'd0)?signal2:
					(in==2'd1)?signal4:
					(in==2'd2)?signal8:
					(in==2'd3)?signal16:1'd0;
endmodule
module Divider2(reset, in, out);             
    input		in, reset;
    output reg	out;
    reg	[3: 0] 	count;
    always @ (posedge in or negedge reset) 
    begin
        if(~reset) 
        begin
            out   <= 1'b0;
            count <= 1'b0;
        end 
        else 
        begin
            count = count + 1'b1;
            if(count == 4'd1) begin
                out   <= ~out;
                count <= 0;
            end
        end
    end
endmodule
module Divider4(reset, in, out);             
    input		in, reset;
    output reg	out;
    reg	[3: 0] 	count;
    always @ (posedge in or negedge reset) 
    begin
        if(~reset) 
        begin
            out   <= 1'b0;
            count <= 1'b0;
        end 
        else 
        begin
            count = count + 1'b1;
            if(count == 4'd3) begin
                out   <= ~out;
                count <= 0;
            end
        end
    end
endmodule
module Divider8(reset, in, out);             
    input		in, reset;
    output reg	out;
    reg	[3: 0] 	count;
    always @ (posedge in or negedge reset) 
    begin
        if(~reset) 
        begin
            out   <= 1'b0;
            count <= 1'b0;
        end 
        else 
        begin
            count = count + 1'b1;
            if(count == 4'd7) begin
                out   <= ~out;
                count <= 0;
            end
        end
    end
endmodule
module Divider16(reset, in, out);             
    input		in, reset;
    output reg	out;
    reg	[3: 0] 	count;
    always @ (posedge in or negedge reset) 
    begin
        if(~reset) 
        begin
            out   <= 1'b0;
            count <= 1'b0;
        end 
        else 
        begin
            count = count + 1'b1;
            if(count == 4'd15) begin
                out   <= ~out;
                count <= 0;
            end
        end
    end
endmodule
```
**design/flow/run.sh**
```bash
#!/bin/bash
# OpenROAD 26Q1-2900-gdf79404cd8, Yosys 0.63+post, stock flow scripts
make -C /OpenROAD-flow-scripts/flow DESIGN_CONFIG=/design/flow/config.mk WORK_HOME=/design/flow/orfs finish
```
==> reports/qor.yml <==
power_and_ir_drop:
  p_per_area_mw_per_mm2: 758
  vdd_drop_max_mv: 0.532
  leakage_nw: 0.570
final_timing:
  timing.slew.headroom: 0.796
  final_hold_viol_count: 0
  worst_slew_pin_slew_ns: 0.306
  rsz0062_at_grt: "true"
  slew_viol_final: 0
  clock_skew_ns: 0.00322
  fin_ws_ns: -0.0787
  setup_viol: 1
  min_period_over_period: 1.05
  finalCriticalPeriod_ns: 1.58
  timing.fmax_mhz: 633
status:
  status: "finished with violations"
  violations: "setup timing"
routing:
  n_antenna_cell: 0
  drt_pass1_iterations: 4
  drt_iter0_markers: 46
  routed_wl_um: 1730
  route.vias.total: 696
  viasPerCell: 4.24
  drc: 0
  ant_nets: 0
  wl_per_cell_um: 10.6
worst_setup_path:
  critPathMaxStageDelay_ns: 0.50
  start_kind: "register"
  critPathKind: "reg2out"
  crit_path_top_delay_cell: "mux4_2"
  critical_path_arrival_ns: 1.28
  cp_max_fo: 2
  worst_ep_required_time_ns: 1.20
  crit_chain: "mux4_2 > buf_2"
  reg2reg_slack_ns: 0.07
  cp-end-kind: "primary output"
synth:
  synth_seq_share: 0.491
  yosys.area.top_type: "dfrtp_1"
  ys_cells: 95
  synth.top_cell.area_share: 0.491
  area_leaders: "dfrtp_1 49%, ha_1 9.8%, xnor2_1 5.2%"
  most_common_cell: "dfrtp_1"
  edf_count: 0
  ff_type: "dfrtp_1"
  syn-cell-area_mm2: 0.00102
  syn_avg_cell_area_um2: 10.7
  yosysWarnings: 4
  synth_flops: 20
  syn_inst: 95
  ys_types: 25
  async_flop_share: 1.00
  top_cells_by_count: "20 x dfrtp_1, 8 x ha_1, 7 x inv_1"
  synth-area-yosys_mm2: 0.00102
floorplan:
  die_y_um: 88
  rows: 24
  io_pins: 5
  floorplan.core_util: 0.231
  coreArea_mm2: 0.00441
  die_w_um: 88
  die_area_mm2: 0.00774
cells_and_area:
  finalNonFillerCells: 164
  fill_cells: 443
  drive_gt1_frac: 0.232
  syn_to_final_growth_pct: 24.8
place:
  port_buffers: 4
  place.gp.congestion: 0.716
  dp_hpwl_um: 1230
  dpl.cell_count: 158
  pre_cts_slack_ns: -0.550
global_routing:
  grt_max_degree: 21
  grt_pass1_vias: 721
  grt_overflow_total: 0
  grt_pass1_wl_um: 3210
  antenna_found_initial: 0
  track_usage: 0.0501
clock_tree:
  htree_levels: 1
  cts_tree: "done"
  hold_buffers: 0
  path_clk_slew_ns: 0.07
  cts_root_buf: "clkbuf_8"
  cts_max_path_buffers: 2
  numCtsBuffers: 3
  clkSinkCount: 20
  worst_skew_pair.late_latency_ns: 0.25
run:
  warning_count: 31
  maxCapViolations: 0
hold_path:
  hold_class: "in2async"
-- per-layer routing --
layer / routed length, µm / GRT usage / vias to the layer above
met5: 0 / 0 / -
met4: 23 / 0.00870 / 0
met3: 104 / 0.0196 / 4
met2: 695 / 0.0675 / 12
met1: 907 / 0.0749 / 322
li1: - / - / 358
-- flip-flops by register name (all words and copies together) (netlist names) --
name / flops
divider4.out: 1
divider2.out: 1
divider16.count: 4
divider8.out: 1
divider4.count: 4
divider2.count: 4
divider8.count: 4
divider16.out: 1
-- logic make-up (layout without fill, tap and decap cells) --
kind of cell    count (synthesis)  after routing  synth area share
fa+ha+maj                       8              8            0.0983
xor+xnor                       10             10            0.0860
flops                          20             20             0.491
compound gates                 16             16            0.0995
mux                             1              1            0.0221
buf+inv                         8             25            0.0295
simple gates                   32             32             0.173
-- stage by stage --
stage / total power (W) / util / TNS, ns / hold WS, ns / cell area (µm²)
3_5_place_dp: 0.000576 / 0.266 / -0.573 / 0.503 / 1180
3_3_place_gp: 0.000576 / 0.266 / -0.571 / 0.498 / 1180
6_report: 0.000964 / 0.288 / -0.0787 / 0.391 / 1270
2_1_floorplan: 0.000552 / - / 0 / 0.00441 / 1020
5_1_grt: 0.00101 / 0.288 / -0.142 / 0.415 / 1270
4_1_cts: 0.000985 / 0.283 / -0.0841 / 0.408 / 1250
-- placed cells by master (no fill, tap or decap), types with 2 or more instances in the layout --
cell type,count
and3b_1,3
inv_1,7
xor2_1,4
nor2b_2,3
dfrtp_1,19
nor3b_1,2
buf_4,9
clkbuf_8,4
nor3_1,4
a21oi_1,3
nand2_1,6
nand3_1,4
nor2_1,6
clkdlybuf4s50_1,2
o21ai_0,3
ha_1,6
xnor2_1,6
o21ai_1,2
a21boi_0,4
-- repair_timing --
action,CTS,global route
pin swaps,0,4
endpoints found under the hold margin,0,0
setup buffers,2,0
setup endpoints to repair,2,6
gates resized,5,8
-- final timing paths --
check / from / cells past startpoint / to
hold reg to reg: divider2.count[0] / 1 / divider2.count[0]
setup / recovery: divider16.out / 2 / out
min in group clk0: divider2.count[0] / 1 / divider2.count[0]
hold / removal: reset / 2 / divider2.count[3]
setup reg to reg: divider8.count[0] / 4 / divider8.out
max in group asynchronous: reset / 2 / divider16.count[1]
-- power breakdown --
part / internal, W / switching (W)
combinational: 0.0000107 / 0.0000127
clock: 0.000233 / 0.000168
sequential: 0.000539 / 0
-- layout make-up --
class	count	area (µm²)	area share
flip-flops and latches	20	502	0.395
repair buffers	13	101	0.0797
well taps	52	65.1	0.0512
multi-input cells	67	518	0.407
clock buffers	4	55.1	0.0433
inverters	8	30.0	0.0236
-- worst max-delay path, delay by kind of cell (launching register included) --
family	cells	cell delay, ns
mux	1	0.50
flops	1	0.39
buf+inv	1	0.14
Power and IR drop assume default switching activity.
